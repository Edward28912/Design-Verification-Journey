--- flow/config.mk ---
export PLATFORM = sky130hd
export DESIGN_NAME = compare_nbit_func
export DESIGN_NICKNAME = compare_nbit_func
export VERILOG_FILES = /design/flow/design.v
export SDC_FILE = /design/flow/constraint.sdc
export NUM_CORES = 4
export LEC_CHECK = 1
export CORE_AREA = 10 10 70 70
export DIE_AREA = 0 0 80 80
--- flow/constraint.sdc ---
current_design compare_nbit_func

set clk_period 2.9
set clk_io_pct 0.2

create_clock -name clk0 -period $clk_period

set non_clock_inputs [all_inputs -no_clocks]
set_input_delay [expr $clk_period * $clk_io_pct] -clock clk0 $non_clock_inputs
set_output_delay [expr $clk_period * $clk_io_pct] -clock clk0 [all_outputs]
--- flow/design.v ---
`timescale 1ns / 1ps
module compare_nbit_func 
	#(parameter CMP_WIDTH = 4)
	(input [CMP_WIDTH - 1:0] a,
	 input [CMP_WIDTH - 1:0] b,
	 output reg greater,
	 output reg equal,
	 output reg smaller		
);
	function [2:0] compare (input [CMP_WIDTH -1:0] a, input [CMP_WIDTH -1:0] b);
		reg greater_local;
		reg equal_local;
		reg smaller_local;
		begin
			greater_local = (a>b);
			equal_local = (a==b);
			smaller_local = (a<b);
			compare = {greater_local, equal_local, smaller_local};
		end
	endfunction
	always@(*) begin
		{greater, equal, smaller} = compare(a,b);
	end
endmodule
module compare_nbit_func_tb();
	parameter CMP_WIDTH = 5;
	reg [CMP_WIDTH	-1:0] a, b;
	wire greater, equal, smaller;
compare_nbit_func #(.CMP_WIDTH(CMP_WIDTH)) DUT (
	.a(a),
	.b(b),
	.greater(greater),
	.equal(equal),
	.smaller(smaller)
);
	initial begin
		$monitor($time, " a = %0d, b = %0d, greater = %b, equal = %b, smaller = %b", a, b, greater, equal, smaller);
		#5		a = 3;	b = 2;
		#5		b = 3;
		#5		a = 9;	b = 11;
	end
endmodule
--- flow/run.sh ---
#!/bin/bash
# OpenROAD 26Q1-2900-gdf79404cd8, Yosys 0.63+post, stock flow scripts
make -C /OpenROAD-flow-scripts/flow DESIGN_CONFIG=/design/flow/config.mk WORK_HOME=/design/flow/orfs finish
==> flow_metrics.tcl <==
# yosys + openroad results
set metrics [dict create \
    status "completed" \
    postLayoutSetupSlackWorst_ns 0.0965 \
    maxCapViolations 0 \
    grt_antenna_before_repair 0 \
    final_hold_viol_count 0 \
    internal_power_uw 27.3 \
    area_leaders "ha_1, o21bai_4, inv_1" \
    slew_viol_final 0 \
    hp-start "b[3]" \
    period_used_pct 96.7 \
    ys_area_sq_um 129 \
    slowest_stage "clkdlybuf4s50_1" \
    peakVddDrop_mv 0.0177 \
    drtAntennaViolNets 0 \
    area_growth_pct 130 \
    holdPathEnd "smaller" \
    finalWirelength_um 471 \
    wire_per_inst_um 6.45 \
    p_leak_uw 0.000118 \
    simple_gate_share_pct 24.3 \
    warnings 32 \
    tightest_slew_ns 0.243 \
    cp.arrival_ns 2.22 \
    aoi_share_pct 25.2 \
    netlist_area_sq_um 129 \
    grt_max_degree 3 \
    ctsResizeCount 0 \
    power.net_switching_uw 12.5 \
    power_frac_comb_pct 100.0 \
    first_pass_iters 2 \
    cp-start-kind "input pin" \
    crit_path_cell_trace "clkdlybuf4s50_1 -> inv_1 -> ha_1 -> a21oi_1 -> and2_1 -> clkdlybuf4s50_1" \
    yosysTopAreaCell "ha_1" \
    path_max_fanout 2 \
    slowest_delay_ns 0.46 \
    crit_required_ns 2.32 \
    setup_viol 0 \
    p_sw_share_pct 31.5 \
    fp_util_pct 3.77 \
    holdPathStages 6 \
    ff_count 0 \
    cp_common_cell "clkdlybuf4s50_1" \
    drive_above_1_share_pct 11.1 \
    drcViolationCount 0 \
    power.density_mw_per_mm2 134 \
    area.sequential_sq_um 0 \
    slew_headroom_pct 83.8 \
    vias_per_cell 2.03 \
    cts_setup_buffers 0 \
    fa_ha_area_share_pct 38.8 \
    synth_cells 16 \
    nClkBuffers 0 \
    grt_overflow 0 \
    hold_class "input pin to output pin" \
    vias 148 \
    io_buffers 11 \
    grt_pass1_wl_um 752 \
    mux_area_share_pct 0 \
    fillers 404 \
    hold_slack_ns 2.35 \
    end_kind "output pin" \
    die_h_um 80 \
    pre_cts_slack_ns 0.0889 \
    postSynthAreaPerCell_sq_um 8.05 \
    grt.total_usage_pct 1.43 \
    rows 21 \
    xor_share_pct 0 \
    coreArea_sq_mm 0.00342 \
    worstSetupPathType "input pin to output pin" \
    diodes 0 \
    gp_congestion 0.661 \
    ioPinCount 11 \
    top_logic_kind "adder cells" \
    pwr-share-seq_pct 0 \
    die-width_um 80 \
    drt_iter0_markers 1 \
    yosys.stat.seqShare_pct 0 \
    synth_top_area_share_pct 38.8 \
    clockPowerShare_pct 0 \
    rsz0062_at_grt "no" \
    period_needed_ns 2.80 \
    setup_tns_ns 0 \
    yosysWarningCount 1 \
    clock.fmax_mhz 357 \
    synthTopCellsByCount "ha_1, inv_1, nand2_1" \
    cts_hold_buf 0 \
    dieArea_sq_mm 0.00640 \
    ys_cells 16 \
    synth_cell_types 9 \
    first_global_vias 148 \
]
## metal layers
| metal | up-vias | GRT usage (%) | routed length [um] |
|---|---|---|---|
| met1 | 65 | 1.85 | 205 |
| met3 | 0 | 0.682 | 78 |
| li1 | 74 | - | - |
| met5 | - | 0 | 0 |
| met2 | 9 | 2.25 | 186 |
| met4 | 0 | 0 | 0 |
## placed cells by master, fill, tap and decap left out
master	count
a21oi_1	1
inv_1	4
ha_1	4
nor2_1	1
nand2_1	2
nor2b_4	1
clkdlybuf4s50_1	11
o21bai_4	1
and2_1	1
a21oi_2	1
## worst max path at each step
stage	end	startpoint
global route	smaller	b[3]
finish	smaller	b[3]
CTS	greater	b[3]
## stage by stage
step / total power [uW] / instances / util [%] / area (sq um)
after floorplan: 17.4 / 16 / - / 129
after global placement: 40.0 / 73 / 8.68 / 297
after detailed placement: 40.6 / 73 / 8.68 / 297
after CTS: 40.9 / 73 / 8.68 / 297
after global routing: 44.5 / 73 / 8.68 / 297
final: 39.8 / 73 / 8.68 / 297
## cells by family after synthesis
group / after synthesis
and+or+nand+nor: 5
AOI/OAI and AO/OA: 3
adders and majority gates: 4
buffers and inverters: 4
## final cells by class
cell class                 instances  area (sq um)  area share [%]
inverter                           4          15.0            5.06
timing repair buffer              11           110            37.1
multi-input combinational         12           114            38.4
tap                               46          57.6            19.4
## power groups by stage
stage,registers (uW),logic [uW],clock network (uW)
CTS,0,40.9,0
global route,0,44.5,0
finish,0,39.8,0
## worst max-delay path, delay by kind of cell
family | cells | cell delay [ns]
compound gates | 1 | 0.25
fa+ha+maj | 1 | 0.28
buf+inv | 3 | 0.95
simple gates | 1 | 0.16
Power and IR drop assume default switching activity.
